### design.v
`timescale 1ns / 1ps
module srt_r4(
	input			   clk,
	input			   rstn,
	input 			   vld_i,
	input		[63:0] op1_i,	 
	input 		[63:0] op2_i,	 
	output reg  [63:0] rem_o,
	output reg  [63:0] quo_o,
	output reg   	   ready_o
);
reg  [4:0]  cnt;
reg  [63:0] op1_r, op2_r;    
wire [5:0]  op1_ld, op2_ld;	 
reg  [5:0]  op1_s;			 
wire [63:0] op1_n, op2_n;	 
reg  [64:0] rem_r;    
wire [1:0]  q;
wire        n;
reg  [63:0] Q_reg, QM_reg;
reg  [63:0] Q_next, QM_next;
wire [5:0]  subs;
wire [4:0]  iter;
wire   	    ops_sign;
reg  [3:0] state_next;
reg  [3:0] state_reg;
localparam ST_IDLE = 4'b0001;
localparam ST_SAMP = 4'b0010;
localparam ST_DIV  = 4'b0100;
localparam ST_OUT  = 4'b1000;
always @(*) begin
	case(state_reg)
		ST_IDLE: begin
			if(vld_i & ready_o) begin
				state_next = ST_SAMP;
			end
		end
		ST_SAMP: begin
			state_next = ST_DIV;
		end
		ST_DIV: begin
			if(cnt==iter+1) begin
				state_next = ST_OUT;
			end
		end
		ST_OUT: begin
			state_next = ST_IDLE;
		end
		default: begin
			state_next = ST_IDLE;
		end
	endcase
end
always @(posedge clk or negedge rstn) begin
	if(!rstn) begin
		state_reg <= ST_IDLE;
	end else begin
		state_reg <= state_next;
	end
end
always @(posedge clk or negedge rstn) begin
	if(!rstn) begin
		op1_r <= 'd0;
		op2_r <= 'd0;
	end else begin
		if(state_next==ST_SAMP) begin
			op1_r <= op1_i;
			op2_r <= op2_i;
		end
	end
end
find_ld #(64) u_find_ld1 (.op(op1_r), .pos(op1_ld));
find_ld #(64) u_find_ld2 (.op(op2_r), .pos(op2_ld));
always @(*) begin
	if(!rstn) begin
		op1_s <= 'd0;
	end else begin
		if(op1_ld[0]^op2_ld[0]) begin
			op1_s <= op1_ld-1;	 
		end else begin
			if(op1_ld>='d2) begin
				op1_s <= op1_ld-2;
			end else begin
				op1_s <= op1_ld;
			end
		end
	end
end
assign op1_n = op1_r << op1_s;
assign op2_n = op2_r << op2_ld;
generate
	qds u_qds(
		.r_idx(rem_r[62:58]),	 
		.d_idx(op2_n[63:59]),
		.q(q),
		.neg(n)
	);
endgenerate
assign subs = op2_ld - op1_s;
assign iter = subs[5] ? 6'd0 : subs[5:1];
always @(posedge clk or negedge rstn) begin
	if(!rstn) begin
		cnt <= 5'd0;
	end else begin
		if(state_next==ST_DIV) begin
			if(cnt==iter+1) begin
				cnt <= 'd0;
			end else begin
				cnt <= cnt + 1'b1;
			end
		end else begin
			cnt <= 'd0;
		end
	end
end
always @(posedge clk or negedge rstn) begin
	if(!rstn) begin
		rem_r <= 65'd0;
	end else begin
		if(state_next==ST_SAMP) begin
			rem_r <= 65'd0;
		end else begin
			if(state_next==ST_DIV) begin
				if(cnt=='d0) begin
					rem_r <= {op1_n[63],op1_n};
				end else begin
					case({n,q})
						3'b000: rem_r <= {rem_r[62:0],2'b00};
						3'b001: rem_r <= {rem_r[62:0],2'b00}-{op2_n[63],op2_n};	 
						3'b010: rem_r <= {rem_r[62:0],2'b00}-{op2_n,1'b0};		 
						3'b100: rem_r <= {rem_r[62:0],2'b00};
						3'b101: rem_r <= {rem_r[62:0],2'b00}+{op2_n[63],op2_n};	 
						3'b110: rem_r <= {rem_r[62:0],2'b00}+{op2_n,1'b0};		 
						default: ;	 
					endcase
				end
			end
		end
	end
end
always @(*) begin
	if(!rstn) begin
		Q_next  <= 'd0;
		QM_next <= 'd0;
	end
	if(state_next==ST_DIV) begin
		if(n==1'b0) begin	 
			Q_next  <= {Q_reg[61:0],q};
		end else begin
			Q_next  <= {QM_reg[61:0],1'b1,q[0]};
		end
		if(n==1'b0 & (|q)) begin	 
			QM_next <= {Q_reg[61:0],1'b0,q[1]};
		end else begin
			QM_next <= {QM_reg[61:0],~q};
		end
	end
end
assign ops_sign = op1_i[63]^op2_i[63];
always @(posedge clk or negedge rstn) begin
	if(!rstn) begin
		Q_reg  <= 8'd0;
		QM_reg <= 8'd0;
	end else begin
		if(state_next==ST_SAMP) begin
			Q_reg  <= {64{ops_sign}};
			QM_reg <= {64{ops_sign}};
		end else begin
			Q_reg  <= Q_next;
			QM_reg <= QM_next;
		end
	end
end
always @(posedge clk or negedge rstn) begin
	if(~rstn) begin
		rem_o	<=	'd0;
		quo_o   <=  'd0;
	end else begin
		if(state_next==ST_OUT) begin
			if(rem_r[64]) begin
				if(~op1_n[63]) begin	 
					if(iter==0) begin
						rem_o <= $signed(rem_r+{op2_n[63],op2_n}) >>> (op1_s);	 
					end else begin
						rem_o <= $signed(rem_r+{op2_n[63],op2_n}) >> op2_ld;
					end
					quo_o <= Q_reg-1;
				end else begin
					if(iter==0) begin
						rem_o <= $signed(rem_r-{op2_n[63],op2_n}) >>> (op1_s);	 
					end else begin
						rem_o <= $signed(rem_r-{op2_n[63],op2_n}) >> op2_ld;
					end
					quo_o <= Q_reg+1;
				end
			end else begin
				if(iter==0) begin
					rem_o <= $signed(rem_r) >>> (op1_s);
				end else begin
					rem_o <= $signed(rem_r) >>> op2_ld;
				end
				quo_o <= Q_reg;
			end
		end
	end
end
always @(posedge clk or negedge rstn) begin
	if(~rstn) begin
		ready_o <= 1'b0;
	end else begin
		if(state_next==ST_IDLE) begin
			ready_o <= 1'b1;
		end else begin
			ready_o <= 1'b0;
		end
	end
end
endmodule
module find_ld #(parameter WID=8)(op, pos);
input      [WID-1:0] op;
output reg [$clog2(WID)-1:0] pos;
reg  [WID-1:0] op_t;
wire [WID-1:0] pos_oh;	 
integer i;
always @(*) begin
	for(i=0; i<WID; i=i+1) begin
		if(op[WID-1]==1'b0) begin
			op_t[i] <= op[WID-1-i];
		end else begin
			op_t[i] <= ~op[WID-1-i];
		end
	end
end
assign pos_oh = op_t & (~op_t+1);	 
integer j;
always @(*) begin
	if(|pos_oh) begin
		for(j=0; j<WID; j=j+1) begin
			if(pos_oh[j]==1) begin
				pos <= j-1;
			end
		end
	end else begin
		pos <= 0;
	end
end
function  integer clog2;
    input integer depth;
    begin
        depth = depth-1;
        for(clog2=0; depth>0; clog2=clog2+1) begin
            depth = depth >> 1;
        end
    end
endfunction
endmodule
module qds (r_idx, d_idx, q, neg);
input  [4:0] r_idx;		 
input  [4:0] d_idx;		 
output [1:0] q;			 
output     	 neg;		 
wire         ops_sign;	 
wire   [4:0] r_ori;		 
wire   [4:0] d_ori;		 
wire r_ge_0010, r_ge_0011, r_ge_0110, r_ge_0111, r_ge_1000,
     r_ge_1001, r_ge_1010, r_ge_1011, r_ge_1100;  
reg  q0, q2;		     
assign ops_sign = r_idx[4] ^ d_idx[4];
assign r_ori = r_idx[4] ? ~r_idx + 1 : r_idx;
assign d_ori = d_idx[4] ? ~d_idx + 1 : d_idx;
assign r_ge_0010 = (r_ori[3:0]>=4'b0010);
assign r_ge_0011 = (r_ori[3:0]>=4'b0011);
assign r_ge_0100 = (r_ori[3:0]>=4'b0100);
assign r_ge_0101 = (r_ori[3:0]>=4'b0101);
assign r_ge_0110 = (r_ori[3:0]>=4'b0110);
assign r_ge_0111 = (r_ori[3:0]>=4'b0111);
assign r_ge_1000 = (r_ori[3:0]>=4'b1000);
assign r_ge_1001 = (r_ori[3:0]>=4'b1001);
assign r_ge_1010 = (r_ori[3:0]>=4'b1010);
assign r_ge_1011 = (r_ori[3:0]>=4'b1011);
assign r_ge_1100 = (r_ori[3:0]>=4'b1100);
always @(*) begin
	case(d_ori[3:0])
		4'b1000: begin
			q0 <= ops_sign ? ~r_ge_0011: ~r_ge_0010;
			q2 <= ops_sign ? r_ge_0111: r_ge_0110;
		end
		4'b1001: begin
			q0 <= ops_sign ? ~r_ge_0011: ~r_ge_0010;
			q2 <= ops_sign ? r_ge_1000: r_ge_0111;
		end
		4'b1010: begin
			q0 <= ops_sign ? ~r_ge_0100 : ~r_ge_0011;
			q2 <= ops_sign ? r_ge_1001 : r_ge_1000;
		end
		4'b1011: begin
			q0 <= ops_sign ? ~r_ge_0100 : ~r_ge_0011;
			q2 <= ops_sign ? r_ge_1001 : r_ge_1001;
		end
		4'b1100: begin
			q0 <= ops_sign ? ~r_ge_0101 : ~r_ge_0100;
			q2 <= ops_sign ? r_ge_1010 : r_ge_1010;
		end
		4'b1101: begin
			q0 <= ops_sign ? ~r_ge_0101 : ~r_ge_0100;
			q2 <= ops_sign ? r_ge_1011 : r_ge_1010;
		end
		4'b1110: begin
			q0 <= ops_sign ? ~r_ge_0101 : ~r_ge_0100;
			q2 <= ops_sign ? r_ge_1011 : r_ge_1011;
		end
		4'b1111: begin
			q0 <= ops_sign ? ~r_ge_0101 : ~r_ge_0100;
			q2 <= ops_sign ? r_ge_1100 : r_ge_1100;
		end
		default: begin
			q0 <= 1'b1;
			q2 <= 1'b0;
		end
	endcase
end
assign q = q0 ? 2'b00 : (q2 ? 2'b10 : 2'b01);
assign neg = ~q0 & ops_sign;
endmodule
### run.sh
#!/bin/bash
# OpenROAD 26Q1-2900-gdf79404cd8, Yosys 0.63+post, stock flow scripts
make -C /OpenROAD-flow-scripts/flow DESIGN_CONFIG=/design/flow/config.mk WORK_HOME=/design/flow/orfs finish
### config.mk
export PLATFORM = sky130hd
export DESIGN_NAME = srt_r4
export DESIGN_NICKNAME = srt_r4
export VERILOG_FILES = /design/flow/design.v
export SDC_FILE = /design/flow/constraint.sdc
export NUM_CORES = 4
export LEC_CHECK = 1
export CORE_UTILIZATION = 30
### constraint.sdc
current_design srt_r4

set clk_period 84.3
set clk_io_pct 0.2

create_clock -name clk0 -period $clk_period [get_ports {clk}]

set non_clock_inputs [all_inputs -no_clocks]
set_input_delay [expr $clk_period * $clk_io_pct] -clock clk0 $non_clock_inputs
set_output_delay [expr $clk_period * $clk_io_pct] -clock clk0 [all_outputs]
==> results.py <==
# Generated from Yosys and OpenROAD reports
metrics = {
    "logic_synthesis": {
        "synth_cell_types": 111,
        "largest_area_cell": "dfrtp_1",
        "ys_ff": 599,
        "edf_count": 0,
        "synthArstFlopShare_pct": 76.3,
        "ys_cells": 9170,
        "topCellsByArea": "dfrtp_1 (17%), nand2_1 (10%), mux2i_1 (7.0%)",
        "top_cell_area_share_pct": 17.1,
        "ys.flop_type": "dfrtp_1",
        "syn_inst": 9170,
        "ys_chip_area_um2": 66800,
        "ys_warn_count": 5,
        "avgSynthCellArea_um2": 7.28,
        "syn_area_um2": 66800,
    },
    "timing": {
        "period_needed_ps": 27330,
        "fmax_mhz": 36.6,
        "tns_ps": 0,
        "slew_viol_final": 0,
        "fin_worst_skew_ps": 105,
        "hold_viol": 0,
        "post-route-period-util_pct": 32.4,
        "rsz0062_at_grt": "no",
        "unclocked_regs": 142,
        "max_slew_margin_pct": 5.77,
        "setup_viol": 0,
        "untimed_endpoints": 147,
        "worst_slew_pin_slew_ps": 1370,
    },
    "layout": {
        "stdcell_count": 12200,
        "final_area_um2": 75200,
        "largest_reg_flops": 65,
        "drive_above_1_share_pct": 8.47,
        "synthToLayoutAreaGrowth_pct": 12.6,
        "lay_top_cells": "nand2_1 (1767), a21oi_1 (786), nor2_1 (659)",
        "mostFrequentLayoutCell": "nand2_1",
        "regMostFlops": "rem_r",
    },
    "route": {
        "routed_via_density": 6.08,
        "wirelength_um": 344000,
        "remaining_drc_errors": 0,
        "wire_per_inst_um": 28.3,
        "drt_iter0_drc": 8185,
        "first_pass_iters": 6,
        "num_vias": 73900,
        "antenna_left": 0,
    },
    "die": {
        "num_rows": 172,
        "core_util_floorplan_pct": 30.3,
        "die_area_um2": 225000,
        "die_h_um": 474,
        "die_x_um": 474,
        "core_um2": 220000,
        "ios": 260,
    },
    "placed_design": {
        "place_area_um2": 73000,
        "io_buffers": 259,
        "dpl.cell_count": 12000,
        "hpwl_um": 268000,
        "gp_congestion": 1.08,
    },
    "grt": {
        "grtUsageTotal_pct": 30.6,
        "overflow": 0,
        "grt_pass1_vias": 69000,
        "grt_first_pass_wirelength_um": 494000,
        "antenna_found_initial": 22,
        "grt_max_degree": 97,
    },
    "critical_path": {
        "critPathBufInv": 10,
        "worstPathMaxFanout": 65,
        "cp_slowest_cell": "o21ai_1",
        "crit_family": "AND-OR/OR-AND gates",
        "critPathCaptureType": "register",
        "arrival_ps": 27910,
        "cpMostUsedCell": "buf_4",
        "slowest_delay_ps": 620,
        "crit_path_start_kind": "input port",
        "path_class": "in -> reg",
        "cp.required_ps": 84880,
    },
    "run": {
        "cap_viol_max_count": 0,
        "log.warning_count": 30,
    },
    "clock_tree": {
        "numCtsBuffers": 60,
        "clock-root-buffer": "clkbuf_16",
        "clk_latency_ps": 760,
        "cts_resized": 0,
        "cts_hold_buf": 0,
        "h-tree-depth": 2,
        "clockBufferDepth": 3,
        "cts_tree": "done",
        "cts_setup_buffers": 0,
        "path_clk_slew_ps": 60,
    },
    "power": {
        "vdd_drop_max_mv": 0.0194,
        "powerDensity_nw_per_um2": 37.2,
        "total_leakage_power_nw": 32.7,
    },
    "worst_hold_path": {
        "min_path_type": "reg -> reg",
    },
    "outcome": {
        "status": "completed",
    },
}
[tightest hold or removal path, stage by stage, from the launching register on]
cell and delay (ps):
dfrtp_1 350, nand2_1 50, o21ai_0 60
[layer usage]
metal	up-vias	global-route usage, %	routed length [µm]
met5	-	0.195	132
met4	12	14.3	20100
met3	775	7.82	32300
met2	3734	44.2	144000
met1	35800	43.0	147000
li1	33700	-	-
[synthesized netlist by cell type (35+ instances only)]
cell type / n
a211oi_1: 163
a21o_1: 247
a21oi_1: 789
a221oi_1: 72
a22o_1: 36
a22oi_1: 39
a311oi_1: 35
a31oi_1: 114
and2_1: 65
and3_1: 102
buf_1: 107
buf_2: 49
clkbuf_1: 493
dfrtp_1: 456
dlxtn_1: 142
ha_1: 328
inv_1: 169
mux2_2: 110
mux2i_1: 465
mux4_2: 98
nand2_1: 1772
nand2b_1: 52
nand3_1: 212
nand4_1: 77
nor2_1: 667
nor2b_1: 56
nor3_1: 202
o211ai_1: 82
o21a_1: 84
o21ai_0: 564
o21bai_1: 63
o221ai_1: 45
o22ai_1: 75
o31ai_1: 68
or2_2: 46
or3_1: 57
xnor2_1: 217
xor2_1: 142
[final timing paths]
| kind | startpoint | to | slack (ps) | depth (start not counted) |
|---|---|---|---|---|
| hold / removal | quo_o[51] | quo_o[51] | 490 | 2 |
| setup / recovery | rstn | rem_o[3] | 56970 | 36 |
| min in group asynchronous | rstn | rem_o[62] | 16070 | 1 |
| hold reg to reg | quo_o[51] | quo_o[51] | 490 | 2 |
| setup reg to reg | op2_r[63] | rem_r[64] | 66880 | 55 |
| max in group asynchronous | rstn | op2_r[63] | 65300 | 5 |
[cell type report]
class | count | area [µm²]
Antenna cell | 21 | 52.6
Clock buffer | 81 | 1720
Clock inverter | 32 | 420
Fill cell | 23000 | 145000
Inverter | 178 | 669
Multi-Input combinational cell | 7740 | 50200
Sequential cell | 599 | 13600
Tap cell | 2958 | 3700
Timing Repair Buffer | 551 | 4810
[kinds of logic after synthesis]
kind of cell	after synthesis	share of synthesized area (%)
fa+ha+maj	333	6.29
flops	457	17.1
simple gates	3468	23.0
latches	142	3.19
buf+inv	843	4.96
compound gates	2890	28.5
mux	675	12.2
xor+xnor	361	4.78
other cells	1	0.00561
[stage by stage]
| stage | utilization [%] | setup slack, ps | power (W) | hold WS, ps |
|---|---|---|---|---|
| after floorplan | - | 59180 | 0.00164 | 414 |
| after CTS | 34.1 | 57190 | 0.00274 | 487 |
| after global routing | 34.1 | 56410 | 0.00294 | 507 |
| final | 34.1 | 56970 | 0.00279 | 485 |
| after global placement | 33.1 | 56460 | 0.00246 | 466 |
| after detailed placement | 33.1 | 56450 | 0.00245 | 474 |
[power by group]
part / leakage, nW / total [W] / internal [W] / switching [W]
combinational: 24.9 / 0.00215 / 0.000756 / 0.00140
sequential: 6.79 / 0.000358 / 0.000270 / 0.0000878
clock: 1.05 / 0.000284 / 0.000163 / 0.000122
No activity file was given, so power comes from the tool's default toggle rates.
