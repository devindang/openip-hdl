## design/flow/config.mk

```make
export PLATFORM = sky130hd
export DESIGN_NAME = cordic_log
export DESIGN_NICKNAME = cordic_log
export VERILOG_FILES = /design/flow/design.v
export SDC_FILE = /design/flow/constraint.sdc
export NUM_CORES = 4
export LEC_CHECK = 1
export CORE_UTILIZATION = 40
export SYNTH_MEMORY_MAX_BITS = 65536
```

## design/flow/constraint.sdc

```tcl
current_design cordic_log

set clk_period 30.5
set clk_io_pct 0.2

create_clock -name clk0 -period $clk_period [get_ports {i_clk}]

set non_clock_inputs [all_inputs -no_clocks]
set_input_delay [expr $clk_period * $clk_io_pct] -clock clk0 $non_clock_inputs
set_output_delay [expr $clk_period * $clk_io_pct] -clock clk0 [all_outputs]
```

## design/flow/design.v

```verilog
`timescale 1ns / 1ps
module cordic_hyp_core #(
    parameter WD    = 32
) (
    input                   i_clk,
    input                   i_arstn,
    input       [7:0]       i_iter,
    input                   i_valid,
    input       [2*WD-1:0]  i_x,
    input       [2*WD-1:0]  i_y,
    input       [31:0]      i_z,
    output  reg [2*WD-1:0]  o_x1,
    output  reg [2*WD-1:0]  o_y1,
    output  reg [31:0]      o_z1,
    output  reg             o_valid
);
    reg signed [31:0]      atanh;
    reg signed [2*WD-1:0]  x0;
    reg signed [2*WD-1:0]  y0;
    reg signed [31:0]      z0;
    reg                    vld;
    always @(posedge i_clk or negedge i_arstn) begin : reg_proc
        if(!i_arstn) begin
            x0  <=  'b0;
            y0  <=  'b0;
            z0  <=  'b0;
            vld <=  1'b0;
        end else begin
            x0  <=  i_x;
            y0  <=  i_y;
            z0  <=  i_z;
            vld <=  i_valid;
        end
    end
    always @(posedge i_clk or negedge i_arstn) begin
        if(!i_arstn) begin
            o_x1    <=  'b0;
            o_y1    <=  'b0;
            o_z1    <=  'b0;
            o_valid <=  1'b0;
        end else begin
            if(vld==1'b1) begin
                if(y0[2*WD-1]==1'b1) begin
                    o_x1  <=  x0 + $signed(y0 >>> $unsigned(i_iter));
                    o_y1  <=  y0 + $signed(x0 >>> $unsigned(i_iter));
                    o_z1  <=  z0 - atanh;
                end else begin
                    o_x1  <=  x0 - $signed(y0 >>> $unsigned(i_iter));
                    o_y1  <=  y0 - $signed(x0 >>> $unsigned(i_iter));
                    o_z1  <=  z0 + atanh;
                end
            end
            o_valid <=  vld;
        end
    end
    always @(posedge i_clk) begin
        case ($unsigned(i_iter))
            1   : atanh <=  32'h008C9F54;
            2   : atanh <=  32'h004162BC;
            3   : atanh <=  32'h00202B12;
            4   : atanh <=  32'h00100559;
            5   : atanh <=  32'h000800AB;
            6   : atanh <=  32'h00040015;
            7   : atanh <=  32'h00020003;
            8   : atanh <=  32'h00010000;
            9   : atanh <=  32'h00008000;
            10  : atanh <=  32'h00004000;
            11  : atanh <=  32'h00002000;
            12  : atanh <=  32'h00001000;
            13  : atanh <=  32'h00000800;
            14  : atanh <=  32'h00000400;
            15  : atanh <=  32'h00000200;
            16  : atanh <=  32'h00000100;
            17  : atanh <=  32'h00000080;
            18  : atanh <=  32'h00000040;
            19  : atanh <=  32'h00000020;
            20  : atanh <=  32'h00000010;
            21  : atanh <=  32'h00000008;
            22  : atanh <=  32'h00000004;
            23  : atanh <=  32'h00000002;
            24  : atanh <=  32'h00000001;
            25  : atanh <=  32'h00000001;
            26  : atanh <=  32'h00000000;
            27  : atanh <=  32'h00000000;
            28  : atanh <=  32'h00000000;
            29  : atanh <=  32'h00000000;
            30  : atanh <=  32'h00000000;
            31  : atanh <=  32'h00000000;
            32  : atanh <=  32'h00000000;
            default : atanh <= 32'h00000000;
        endcase
    end
endmodule
`timescale 1ns / 1ps
module cordic_hyp_ext #(
    parameter WD    = 32
) (
    input                   i_clk,
    input                   i_arstn,
    input       [7:0]       i_iter,
    input                   i_valid,
    input       [2*WD-1:0]  i_x,
    input       [2*WD-1:0]  i_y,
    input       [31:0]      i_z,
    output  reg [2*WD-1:0]  o_x1,
    output  reg [2*WD-1:0]  o_y1,
    output  reg [31:0]      o_z1,
    output  reg             o_valid
);
    reg signed [31:0]      atanh;
    reg signed [2*WD-1:0]  x0;
    reg signed [2*WD-1:0]  y0;
    reg signed [31:0]      z0;
    reg                    vld;
    always @(posedge i_clk or negedge i_arstn) begin : reg_proc
        if(!i_arstn) begin
            x0  <=  'b0;
            y0  <=  'b0;
            z0  <=  'b0;
            vld <=  1'b0;
        end else begin
            x0  <=  i_x;
            y0  <=  i_y;
            z0  <=  i_z;
            vld <=  i_valid;
        end
    end
    always @(posedge i_clk or negedge i_arstn) begin
        if(!i_arstn) begin
            o_x1    <=  'b0;
            o_y1    <=  'b0;
            o_z1    <=  'b0;
            o_valid <=  1'b0;
        end else begin
            if(vld==1'b1) begin
                if(y0[2*WD-1]==1'b1) begin
                    o_x1  <=  x0 + y0 - $signed(y0 >>> (2-$signed(i_iter)));
                    o_y1  <=  y0 + x0 - $signed(x0 >>> (2-$signed(i_iter)));
                    o_z1  <=  z0 - atanh;
                end else begin
                    o_x1  <=  x0 - y0 + $signed(y0 >>> (2-$signed(i_iter)));
                    o_y1  <=  y0 - x0 + $signed(x0 >>> (2-$signed(i_iter)));
                    o_z1  <=  z0 + atanh;
                end
            end
            o_valid <=  vld;
        end
    end
    always @(posedge i_clk) begin
        case ($signed(i_iter))
            -5  : atanh <=  32'h02C54820;
            -4  : atanh <=  32'h026C0E53;
            -3  : atanh <=  32'h0212523D;
            -2  : atanh <=  32'h01B78CD5;
            -1  : atanh <=  32'h015AA163;
            0   : atanh <=  32'h00F91395;
            default : atanh <= 32'h00000000;
        endcase
    end
endmodule
`timescale 1ns / 1ps
module cordic_log #(
    parameter WD = 32,    
    parameter ITER = 16
) (
    input                   i_clk,
    input                   i_arstn,
    input                   i_valid_in,
    input       [WD-1:0]    i_data_in,       
    output  reg [31:0]      o_data_out,      
    output  reg             o_valid_out
);
genvar i;
integer j;
wire        [ITER+5:0]  vld;
wire signed [2*WD-1:0]  x [ITER+5:0];
wire signed [2*WD-1:0]  y [ITER+5:0];
wire signed [31:0]      z [ITER+5:0];
reg                    vld_0;
reg signed [2*WD-1:0]  x_0;
reg signed [2*WD-1:0]  y_0;
always @(posedge i_clk or negedge i_arstn) begin : reg_proc
    if(!i_arstn) begin
        vld_0 <=  'b0;
        x_0   <=  'd0;
        y_0   <=  'd0;
    end else begin
        vld_0   <=  i_valid_in;
        if(i_valid_in == 1'b1) begin
            if(i_data_in == 0) begin
                x_0  <=  {{(WD-1){1'b0}},1'b1,{(WD+1){1'b0}}};  
                y_0  <=  'd0;
            end else begin
                x_0  <=  {{$unsigned(i_data_in) + 1} , {WD{1'b0}}};
                y_0  <=  {{$unsigned(i_data_in) - 1} , {WD{1'b0}}};
            end
        end
    end
end
always @(posedge i_clk or negedge i_arstn) begin : out_proc
    if(!i_arstn) begin
        o_valid_out <=  1'b0;
        o_data_out  <=  'b0;
    end else begin
        o_valid_out <=  vld[ITER+5];
        o_data_out  <=  z[ITER+5];
    end
end
    cordic_hyp_ext #(
        .WD    (WD)
    ) u_cordic_hyp_ext (
        .i_clk   (i_clk),     
        .i_arstn (i_arstn),   
        .i_iter  (-5),
        .i_valid (vld_0),     
        .i_x     (x_0),       
        .i_y     (y_0),       
        .i_z     (32'b0),       
        .o_x1    (x[0]),      
        .o_y1    (y[0]),      
        .o_z1    (z[0]),     
        .o_valid (vld[0])     
    );
for (i=-4; i<=0; i=i+1) begin : hyp_ext_generate
    cordic_hyp_ext #(
        .WD    (WD)
    ) u_cordic_hyp_ext (
        .i_clk   (i_clk),        
        .i_arstn (i_arstn),      
        .i_iter  (i),
        .i_valid (vld[i+4]),     
        .i_x     (x[i+4]),       
        .i_y     (y[i+4]),       
        .i_z     (z[i+4]),       
        .o_x1    (x[i+5]),       
        .o_y1    (y[i+5]),       
        .o_z1    (z[i+5]),       
        .o_valid (vld[i+5])      
    );
end
for (i=1; i<=ITER; i=i+1) begin : hyp_core_generate
    cordic_hyp_core #(
        .WD    (WD)
    ) u_cordic_hyp_core (
        .i_clk   (i_clk),        
        .i_arstn (i_arstn),      
        .i_iter  (i),
        .i_valid (vld[i+4]),     
        .i_x     (x[i+4]),       
        .i_y     (y[i+4]),       
        .i_z     (z[i+4]),       
        .o_x1    (x[i+5]),       
        .o_y1    (y[i+5]),       
        .o_z1    (z[i+5]),       
        .o_valid (vld[i+5])      
    );
end
endmodule
```

## design/flow/run.sh

```bash
#!/bin/bash
# OpenROAD 26Q1-2900-gdf79404cd8, Yosys 0.63+post, stock flow scripts
make -C /OpenROAD-flow-scripts/flow DESIGN_CONFIG=/design/flow/config.mk WORK_HOME=/design/flow/orfs finish
```

==> flow_summary.yaml <==
# implementation run metrics
outcome:
  outcome: "complete, no violations"
worst_setup_path:
  crit_path_end: "hyp_ext_generate[-2].u_cordic_hyp_ext.o_x1[18]"
  crit_slowest_cell: "buf_4"
  cp.buffers_inverters: 11
  crit_path_frequent_cell: "buf_4"
  cp.arrival_ns: 13.07
  crit_type: "in -> async"
  end_kind: "asynchronous set/reset pin"
  reg2reg_setup_slack_ns: 22.24
  cp_cell_sequence: "buf_16 > buf_4 > buf_4 > buf_4 > buf_4 > buf_4 > buf_4 > buf_4 > buf_4 > buf_4 > buf_12"
  cp_top_family: "buffers and inverters"
  cp.required_ns: 31.64
  reg2reg_depth: 28
  worst-path-stages: 11
  critPathMaxStageDelay_ns: 0.68
  worstReg2RegEnd: "hyp_ext_generate[-1].u_cordic_hyp_ext.o_y1[63]"
  cp-start-kind: "input pin"
  r2r-start: "hyp_ext_generate[-1].u_cordic_hyp_ext.x0[10]"
  cp_max_fo: 128
  worstSetupStartpoint: "i_arstn"
placed_design:
  post-place-ws_ns: 17.17
  placed_area_um2: 452000
  portBuffers: 67
  place.gp.congestion: 0.998
  place_inst: 59900
  dp_hpwl_um: 1010000
cts:
  cts.sinks: 6250
  cts_inserted_buffers: 670
  post_cts.repair.setup_buffers: 0
  cts-root-buf: "clkbuf_16"
  cts.path.max_buffers: 5
  cts_hold_buf: 0
  cts_resized: 0
  cts_tree: "done"
  cts.reportedPaths.clkPinSlew_ns: 0.06
  insertion_delay_ns: 1.17
  cts_htree_levels: 6
synthesis:
  synth-edff-count: 0
  ys_ff: 6250
  synthFlopType: "dfrtp_1"
  ys_top_cells_by_count: "dfrtp_1, a21oi_1, ha_1"
  yosys_cells: 46400
  largest_area_cell: "dfrtp_1"
  syn-cell-area_um2: 436000
  async_reset_ff_frac: 1.00
  ys_warn_count: 24
  ys_area_um2: 436000
  syn_avg_cell_area_um2: 9.40
  area_leaders: "dfrtp_1, ha_1, a21oi_1, mux2_2, xnor2_1"
  yosys.stat.seqShare: 0.359
  most_common_cell: "dfrtp_1"
  syn_inst: 46400
  synth_cell_types: 111
  yosysTopAreaCellShare: 0.359
routing:
  drc_errors: 0
  detailedRoute.firstPassIterationCount: 8
  vias: 335000
  drtIter0Drc: 23100
  via_per_inst: 5.48
  wl_per_cell_um: 20.4
  antenna_left: 0
  routed_wl_um: 1240000
layout:
  regArea_um2: 157000
  fillers: 101000
  drive_above_1_share: 0.0836
  synthToLayoutAreaGrowth_pct: 9.05
  combGateArea_um2: 262000
  final_area_um2: 475000
  final_cells: 61100
sta:
  tightest_slew_ns: 1.41
  fin_ws_ns: 18.57
  hold_viol_final: 0
  final-setup-viol-count: 0
  slew_headroom: 0.0333
  fmax_mhz: 83.8
  rsz0062_at_grt: "false"
  final-max-slew-violation-count: 0
  fin_skew_ns: 0.0941
  period_used_share: 0.391
  setup_tns_ns: 0
  fin_crit_ns: 11.93
grt:
  antenna_found_initial: 12
  grt_pass1_vias: 324000
  grt_usage: 0.231
  grt_max_degree: 136
  grt_pass1_wl_um: 1920000
  grt-ovfl-total: 0
floorplan:
  fp_util: 0.401
  die_h_um: 1050
  core_area_um2: 1090000
  rows: 383
  ios: 68
  die_w_um: 1050
  die_area_um2: 1090000
flow_run:
  cap_violations: 0
  warning_count: 662
worst_hold_path:
  hold_class: "reg -> reg"
cell usage in the layout (no fill, tap or decap), drive strengths merged, types with 638 or more instances in the layout:
cell	count
dfrtp	6250
xnor2	2619
nor3	839
a21o	2195
o21ai	2126
nand2	2425
mux2	2065
xor2	2359
clkbuf	922
a21oi	4954
ha	4032
nor2	3858
nand3	638
inv	3150
logic make-up (layout without fill, tap and decap cells):
group                    count (synthesis)  in the layout  synth area share
AND-OR/OR-AND                        12900          12900             0.186
buffers and inverters                 4484           4745            0.0387
flip-flops                            6250           6250             0.359
AND/OR/NAND/NOR                      11000          11000             0.119
other                                    0              6                 0
multiplexers                          2119           2119            0.0546
XOR/XNOR                              4978           4978             0.100
adder cells (fa/ha/maj)               4618           4618             0.143
how the worst min path moves through the flow:
stage	slack (ns)	depth (start not counted)	to	from
after CTS	0.27	0	hyp_core_generate[10].u_cordic_hyp_core.z0[1]	hyp_core_generate[9].u_cordic_hyp_core.o_z1[1]
after global routing	0.28	0	hyp_core_generate[10].u_cordic_hyp_core.z0[10]	hyp_core_generate[9].u_cordic_hyp_core.o_z1[10]
final	0.28	0	hyp_core_generate[10].u_cordic_hyp_core.z0[1]	hyp_core_generate[9].u_cordic_hyp_core.o_z1[1]
flip-flops by register name, summed over array words and instances (netlist names), 56 cells and up:
signal	flops
hyp_ext_generate.u_cordic_hyp_ext.y0	56
hyp_core_generate.u_cordic_hyp_core.x0	934
hyp_ext_generate.u_cordic_hyp_ext.x0	57
hyp_ext_generate.u_cordic_hyp_ext.o_y1	59
hyp_core_generate.u_cordic_hyp_core.o_x1	873
hyp_ext_generate[-1].u_cordic_hyp_ext.o_x1	56
hyp_ext_generate.u_cordic_hyp_ext.o_x1	58
hyp_core_generate.u_cordic_hyp_core.o_y1	891
hyp_core_generate.u_cordic_hyp_core.o_z1	512
hyp_core_generate.u_cordic_hyp_core.z0	512
hyp_core_generate.u_cordic_hyp_core.y0	947
hyp_ext_generate[-1].u_cordic_hyp_ext.o_y1	57
layout make-up:
class                      instances  share of cell area
multi-input combinational      35600               0.552
sequential                      6250               0.330
clock buffer                     922              0.0402
tap                            14400              0.0380
inverter                        3104              0.0245
clock inverter                   287             0.00779
timing repair buffer             432             0.00757
antenna                            6           0.0000316
metrics by stage:
| stage | utilization | hold slack, ns |
|---|---|---|
| 3_5_place_dp | 0.416 | 0.335 |
| 2_1_floorplan | - | 0.331 |
| 3_3_place_gp | 0.416 | 0.331 |
| 5_1_grt | 0.437 | 0.278 |
| 6_report | 0.437 | 0.276 |
| 4_1_cts | 0.437 | 0.265 |
layer usage:
metal  track usage  up-vias  part of all wire
met5      0.000261        -                 0
met4        0.0740        0             0.040
met3        0.0259     1868             0.043
met2         0.382     7860              0.48
met1         0.325   161000              0.43
li1              -   164000                 -
